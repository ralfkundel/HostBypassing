File: config.mk
export PLATFORM = sky130hd
export DESIGN_NAME = rx_packet_handler
export DESIGN_NICKNAME = rx_packet_handler
export VERILOG_FILES = /design/flow/design.v
export SDC_FILE = /design/flow/constraint.sdc
export NUM_CORES = 4
export LEC_CHECK = 1
export CORE_AREA = 10 10 284 284
export DIE_AREA = 0 0 294 294
File: constraint.sdc
current_design rx_packet_handler

set clk_period 19.3
set clk_io_pct 0.2

create_clock -name clk0 -period $clk_period [get_ports {axi_clk}]

set non_clock_inputs [all_inputs -no_clocks]
set_input_delay [expr $clk_period * $clk_io_pct] -clock clk0 $non_clock_inputs
set_output_delay [expr $clk_period * $clk_io_pct] -clock clk0 [all_outputs]
File: design.v
`timescale 1ns / 1ps
`default_nettype none
module rx_packet_handler #(
	parameter DATA_WIDTH = 128,
	parameter DEBUG_EN = 0
	)(
	(* X_INTERFACE_INFO = "xilinx.com:signal:clock:1.0 axi_clk CLK" *) (* X_INTERFACE_PARAMETER = "ASSOCIATED_BUSIF m_axis_eth, ASSOCIATED_RESET axi_aresetn" *)
	   input wire                            	 axi_clk,
	(* X_INTERFACE_INFO = "xilinx.com:signal:reset:1.0 axi_aresetn RST" *) (* X_INTERFACE_PARAMETER = "POLARITY ACTIVE_LOW" *)
	   input wire                            	 axi_aresetn,
	   output reg[64-1:0]       			  m_axis_eth_tdata,		
	   output reg[7:0]                        m_axis_eth_tuser,
	   output reg                             m_axis_eth_tlast,
	   output reg[64/8-1:0]     			  m_axis_eth_tkeep,
	   output reg                             m_axis_eth_tvalid,
	   input wire                             m_axis_eth_tready,
    (* X_INTERFACE_INFO = "xilinx.com:interface:bram_rtl:1.0 MODE MASTER,NAME BRAM_PORT" *)
    (* X_INTERFACE_PARAMETER = "MASTER_TYPE BRAM_CTRL, MEM_ECC NONE, MEM_WIDTH 128, MEM_SIZE 131072, READ_LATENCY 1" *)  
    (* X_INTERFACE_INFO = "xilinx.com:interface:bram:1.0 BRAM_PORT ADDR" *)
	output reg[32-1:0]   addr_o, 
    (* X_INTERFACE_INFO = "xilinx.com:interface:bram:1.0 BRAM_PORT CLK" *) 
	output wire                  clk_o,
    (* X_INTERFACE_INFO = "xilinx.com:interface:bram:1.0 BRAM_PORT DIN" *) 
	output reg[DATA_WIDTH-1:0]   data_o,
    (* X_INTERFACE_INFO = "xilinx.com:interface:bram:1.0 BRAM_PORT DOUT" *) 
	input wire[DATA_WIDTH-1:0]   data_i,
	(* X_INTERFACE_INFO = "xilinx.com:interface:bram:1.0 BRAM_PORT EN" *)  
	output reg                   en_o,
    (* X_INTERFACE_INFO = "xilinx.com:interface:bram:1.0 BRAM_PORT RST" *)
	output reg                  rst_o,
    (* X_INTERFACE_INFO = "xilinx.com:interface:bram:1.0 BRAM_PORT WE" *) 
	output reg[DATA_WIDTH/8-1:0] wea_o,
	output reg wren_o,  
	   input wire[32-1:0]                     pkt_addr_i,
	   input wire[15:0]                       pkt_len_i,  
	   input wire                             pkt_addr_v_i,
	   output reg                             pkt_ack_o
  );
localparam  IDLE            = 1,
			PKT_ADDR        = 2,
			STREAM_SET      = 3, STREAM_SET_LO = 3,
			STREAM_VALID    = 4, STREAM_WAIT_HI = 4,
			STREAM_SAVE     = 5,
			STREAM_SAVE2    = 6, 
			STREAM_LAST     = 7;
localparam AXIS_TDATA_WIDTH = 64;
reg[3:0] eth_stream_state = IDLE;
reg[AXIS_TDATA_WIDTH/8-1:0] tkeep_last;
reg[AXIS_TDATA_WIDTH/8-1:0] tkeep_last_reg;
reg[31:0] pkt_counter = 0;
reg[1:0] read_shift;  
reg      read_valid;
reg[1:0] last_shift;
reg[7:0] addr_cnt;
reg[7:0] read_cnt;
wire read_last = read_cnt == 0;
reg read_last_64;
reg first_beat;
reg[63:0] next_eth_tdata;
reg next_last;
reg[15:0] last_keep_128;
reg last_hi;
reg[DATA_WIDTH-1:0] data_save;
reg data_last_save;
reg[DATA_WIDTH-1:0] data_save2;
reg data_last_save2;
assign clk_o = axi_clk;
generate
	if(DATA_WIDTH==64) begin
		always @(posedge axi_clk) begin
		if (~axi_aresetn) begin
			m_axis_eth_tvalid <= 1'b0;
			pkt_ack_o         <= 1'b0;
			rst_o             <= 1'b0;
			wea_o             <= 0;
			wren_o            <= 1'b0;
			en_o              <= 1'b0;
			read_valid        <= 1'b0;
			read_shift        <= 2'b00;
			last_shift        <= 2'b00;
			read_last_64      <= 1'b0;
			eth_stream_state  <= IDLE;
		end
		else begin
			en_o       <= 1'b1;
			rst_o      <= 1'b0;
			read_shift <= {read_shift[0],1'b0};
			if(read_shift[0])
				read_valid <= 1'b1;
			last_shift   <= {last_shift[0],1'b0};
			if(last_shift[0])
				read_last_64 <= 1'b1;
			case(eth_stream_state)
				IDLE : begin   
					m_axis_eth_tuser <= 0;
					m_axis_eth_tkeep <= 8'hFF;
					pkt_ack_o        <= 1'b0;
					if(pkt_addr_v_i & ~pkt_ack_o)begin
						addr_o           <= {pkt_addr_i[31:3], 3'b000};
						read_shift[0]    <= 1'b1;
						read_cnt         <= pkt_len_i/8 - 1 + (|pkt_len_i[2:0]);
						addr_cnt         <= pkt_len_i/8 - 1 + (|pkt_len_i[2:0]);
						last_shift[0]    <= pkt_len_i < 9;
						tkeep_last_reg   <= tkeep_last;
						eth_stream_state <= STREAM_SET;
					end
				end
				PKT_ADDR : begin   
						addr_o           <= addr_o + 8;
						addr_cnt         <= addr_cnt - 1;
						last_shift[1]    <= addr_cnt == 0;
						last_shift[0]    <= addr_cnt == 1;
						read_shift[0]    <= 1'b1;
						eth_stream_state <= STREAM_SET;
				end
				STREAM_SET : begin  
					if(~|last_shift) begin
						addr_o           <= addr_o + 8;
						addr_cnt         <= addr_cnt - 1;
						last_shift[0]    <= addr_cnt == 1;
						read_shift[0]    <= 1'b1;
					end
					if(read_valid) begin
						m_axis_eth_tdata  <= data_i; 
						m_axis_eth_tvalid <= 1'b1; 
						m_axis_eth_tlast  <= read_last_64;
						read_valid        <= read_shift[0];
						eth_stream_state  <= STREAM_VALID;
						if(read_last_64) begin
							m_axis_eth_tkeep <= tkeep_last_reg;
							eth_stream_state <= STREAM_LAST;
						end
					end
				end
				STREAM_VALID : begin   
					if(~m_axis_eth_tready & read_valid & read_shift[0]) begin
						data_save        <= data_i;
						data_last_save   <= read_last_64;
						read_valid       <= read_shift[0];
						eth_stream_state <= STREAM_SAVE;
					end
					if(m_axis_eth_tready) begin
						if(~|last_shift) begin
							addr_o           <= addr_o + 8;
							addr_cnt         <= addr_cnt - 1;
							last_shift[0]    <= addr_cnt == 1;
							read_shift[0]     <= 1'b1;
						end
						m_axis_eth_tdata  <= data_i;
						read_cnt          <= read_cnt - 1;
						m_axis_eth_tlast  <= read_last_64;
						read_valid        <= read_shift[0];
						if(~read_valid) 
							eth_stream_state <= STREAM_SET;
						if(read_last_64) begin
							m_axis_eth_tkeep <= tkeep_last_reg;
							eth_stream_state <= STREAM_LAST;
						end
					end
				end
				STREAM_SAVE : begin   
					if(~m_axis_eth_tready & read_shift[0]) begin
						data_save2       <= data_i;
						data_last_save2  <= read_last_64;
						eth_stream_state <= STREAM_SAVE2;
					end
					if(m_axis_eth_tready) begin
						m_axis_eth_tdata  <= data_save;
						m_axis_eth_tlast  <= data_last_save;
						m_axis_eth_tvalid <= 1'b1;
						m_axis_eth_tkeep  <= 8'hFF;
						read_cnt          <= read_cnt - 1;
						if(~|last_shift) begin
							addr_o           <= addr_o + 8;
							addr_cnt         <= addr_cnt - 1;
							last_shift[0]    <= addr_cnt == 1;
							read_shift[0]     <= 1'b1;
						end
						if(~read_shift[0])
							eth_stream_state  <= STREAM_VALID;
						if(read_shift[0]) begin
							data_save      <= data_i;
							data_last_save <= read_last_64;
						end
						if(data_last_save) begin
							m_axis_eth_tkeep <= tkeep_last_reg;
							eth_stream_state <= STREAM_LAST;
						end
					end
				end
				STREAM_SAVE2 : begin
					if(m_axis_eth_tready) begin
						m_axis_eth_tdata  <= data_save;
						m_axis_eth_tlast  <= data_last_save;
						m_axis_eth_tkeep  <= 8'hFF;
						data_save         <= data_save2;
						data_last_save    <= data_last_save2;
						if(~|last_shift) begin
							addr_o           <= addr_o + 8;
							addr_cnt         <= addr_cnt - 1;
							last_shift[0]    <= addr_cnt == 1;
							read_shift[0]     <= 1'b1;
						end
						read_cnt          <= read_cnt - 1;
							eth_stream_state  <= STREAM_SAVE;
						if(data_last_save) begin
							m_axis_eth_tkeep <= tkeep_last_reg;
							eth_stream_state <= STREAM_LAST;
						end
					end
				end
				STREAM_LAST : begin   
					if(m_axis_eth_tready) begin
						read_shift        <= 2'b00;
						last_shift        <= 2'b00;
						read_last_64      <= 1'b0;
						pkt_ack_o         <= 1'b1;
						read_valid        <= 1'b0;
						m_axis_eth_tvalid <= 1'b0;
						m_axis_eth_tlast  <= 1'b0;
						eth_stream_state  <= IDLE;
					end
				end
				default : begin
					m_axis_eth_tvalid <= 1'b0;
					eth_stream_state  <= IDLE;
				end
			endcase
			end
		end
	end else if(DATA_WIDTH==128) begin
		always @(posedge axi_clk) begin
		if (~axi_aresetn) begin
			m_axis_eth_tvalid <= 1'b0;
			pkt_ack_o         <= 1'b0;
			rst_o             <= 1'b0;
			wea_o             <= 0;
			wren_o            <= 1'b0;
			en_o              <= 1'b0;
			read_valid        <= 1'b0;
			read_shift        <= 2'b000;
			first_beat        <= 1'b0;
			eth_stream_state  <= IDLE;
		end
		else begin
			en_o       <= 1'b1;
			rst_o      <= 1'b0;
			read_shift <= {read_shift[0],1'b0};
			if(read_shift[0])
				read_valid <= 1'b1;
			case(eth_stream_state)
				IDLE : begin   
					m_axis_eth_tuser <= 0;
					m_axis_eth_tkeep <= 8'hFF;
					pkt_ack_o        <= 1'b0;
					if(pkt_addr_v_i & ~pkt_ack_o)begin
						addr_o           <=  {pkt_addr_i[31:4],4'h0};
						read_shift[0]    <= 1'b1;
						first_beat       <= 1'b1;
						read_cnt         <= pkt_len_i/16 -1 + (|pkt_len_i[3:0]);
						last_hi          <= (pkt_len_i[3:0]==0) || (pkt_len_i[3:0]>8);
						tkeep_last_reg   <= tkeep_last;
						eth_stream_state <= STREAM_SET_LO;
					end
				end
				PKT_ADDR : begin   
					addr_o           <= addr_o + 16;
					read_shift[0]    <= 1'b1;
					eth_stream_state <= STREAM_SET_LO;
				end
				STREAM_SET_LO : begin  
					if(~m_axis_eth_tready & ~first_beat & read_valid & read_shift[0]) begin   
						data_save        <= data_i;
						data_last_save   <= read_last;
						read_valid       <= read_shift[0];
						eth_stream_state <= STREAM_SAVE;
					end
					if( (m_axis_eth_tready | first_beat) & read_valid ) begin
						first_beat        <= 1'b0;
						m_axis_eth_tdata  <= data_i[63:0];
						next_eth_tdata    <= data_i[127:64];
						addr_o            <= addr_o + 16;
						read_shift[0]    <= 1'b1;
						m_axis_eth_tvalid <= 1'b1;
						m_axis_eth_tlast  <= ~last_hi & read_last;
						read_valid        <= read_shift[0];
						read_cnt          <= read_cnt - 1;
					 	next_last         <= last_hi & read_last;
						eth_stream_state  <= STREAM_WAIT_HI;
						if(~last_hi &  read_last) begin
							m_axis_eth_tkeep <= tkeep_last_reg;
							read_shift       <= 3'b000;
							read_valid       <= 1'b0;
							eth_stream_state <= STREAM_LAST;
					    end
					end
				end
				STREAM_WAIT_HI : begin  
					if(m_axis_eth_tready) begin
						m_axis_eth_tdata <= next_eth_tdata;
						m_axis_eth_tlast <= next_last;
						eth_stream_state <= STREAM_SET_LO;
						if(next_last) begin
							m_axis_eth_tkeep <= tkeep_last_reg;
							read_shift       <= 2'b00;
							read_valid       <= 1'b0;
							eth_stream_state <= STREAM_LAST;
						end
					end
				end
				STREAM_SAVE : begin  
					if( m_axis_eth_tready) begin
						first_beat        <= 1'b0;
						m_axis_eth_tdata  <= data_save[63:0];
						next_eth_tdata    <= data_save[127:64];
						m_axis_eth_tvalid <= 1'b1;
						m_axis_eth_tlast  <= ~last_hi & data_last_save;
						read_cnt          <= read_cnt - 1;
					 	next_last         <= last_hi & data_last_save;
						eth_stream_state  <= STREAM_WAIT_HI;
						if(~last_hi &  data_last_save) begin
							m_axis_eth_tkeep <= tkeep_last_reg;
							read_shift       <= 2'b00;
							read_valid       <= 1'b0;
							eth_stream_state <= STREAM_LAST;
					    end
					end
				end
				STREAM_LAST : begin   
					if(m_axis_eth_tready) begin
						m_axis_eth_tvalid <= 1'b0;
						m_axis_eth_tlast  <= 1'b0;
						pkt_ack_o         <= 1'b1;  
						eth_stream_state  <= IDLE;
					end
				end
				default : begin
					m_axis_eth_tvalid <= 1'b0;
					eth_stream_state  <= IDLE;
				end
			endcase
			end
		end
	end
endgenerate
always @(pkt_len_i) begin
	case(pkt_len_i[2:0])
		3'b000 : tkeep_last = 8'hFF;
		3'b001 : tkeep_last = 8'h01;
		3'b010 : tkeep_last = 8'h03;
		3'b011 : tkeep_last = 8'h07;
		3'b100 : tkeep_last = 8'h0F;
		3'b101 : tkeep_last = 8'h1F;
		3'b110 : tkeep_last = 8'h3F;
		3'b111 : tkeep_last = 8'h7F;
	endcase
end
generate
if(DEBUG_EN) begin
	(* MARK_DEBUG="true" *)	reg[32-1:0]                    pkt_addr_i_debug;
	(* MARK_DEBUG="true" *)	reg[15:0]                      pkt_len_i_debug;
	(* MARK_DEBUG="true" *)	reg                            pkt_addr_v_i_debug;
	(* MARK_DEBUG="true" *)	reg                            pkt_ack_o_debug;
	(* MARK_DEBUG="true" *)	reg[2:0]                       eth_stream_state_debug;
	(* MARK_DEBUG="true" *) reg[AXIS_TDATA_WIDTH-1:0]      m_axis_eth_tdata_debug;		
	(* MARK_DEBUG="true" *) reg                            m_axis_eth_tlast_debug;
	(* MARK_DEBUG="true" *) reg[AXIS_TDATA_WIDTH/8-1:0]    m_axis_eth_tkeep_debug;
	(* MARK_DEBUG="true" *) reg                            m_axis_eth_tvalid_debug;
	(* MARK_DEBUG="true" *) reg                            m_axis_eth_tready_debug;
	(* MARK_DEBUG="true" *) reg[AXIS_TDATA_WIDTH/8-1:0]    tkeep_last_debug;
    (* MARK_DEBUG="true" *) reg[AXIS_TDATA_WIDTH/8-1:0]    tkeep_last_reg_debug;
    (* MARK_DEBUG="true" *) reg[32-1:0]                    addr_o_debug;
    (* MARK_DEBUG="true" *) reg[DATA_WIDTH-1:0]            data_i_debug;
    (* MARK_DEBUG="true" *) reg[1:0]                       read_shift_debug;
    (* MARK_DEBUG="true" *) reg                            read_valid_debug;
    (* MARK_DEBUG="true" *) reg[1:0]                       last_shift_debug;
    (* MARK_DEBUG="true" *) reg[7:0]                       read_cnt_debug;
    (* MARK_DEBUG="true" *) reg                            read_last_debug;
	always @(posedge axi_clk) begin
		pkt_addr_i_debug        <= pkt_addr_i;
		pkt_len_i_debug         <= pkt_len_i;
		pkt_addr_v_i_debug      <= pkt_addr_v_i;
		pkt_ack_o_debug         <= pkt_ack_o;
		eth_stream_state_debug  <= eth_stream_state;
		m_axis_eth_tdata_debug  <= m_axis_eth_tdata;
		m_axis_eth_tlast_debug  <= m_axis_eth_tlast;
		m_axis_eth_tkeep_debug  <= m_axis_eth_tkeep;
		m_axis_eth_tvalid_debug <= m_axis_eth_tvalid;
		m_axis_eth_tready_debug <= m_axis_eth_tready;
		tkeep_last_debug        <= tkeep_last;
		tkeep_last_reg_debug    <= tkeep_last_reg;
		addr_o_debug            <= addr_o;
		data_i_debug            <= data_i;
		read_shift_debug        <= read_shift;
		read_valid_debug        <= read_valid;
		last_shift_debug        <= last_shift;
		read_cnt_debug          <= read_cnt;
		read_last_debug         <= read_last;
	end
end
endgenerate
endmodule
`default_nettype wire
File: run.sh
#!/bin/bash
# OpenROAD 26Q1-2900-gdf79404cd8, Yosys 0.63+post, stock flow scripts
make -C /OpenROAD-flow-scripts/flow DESIGN_CONFIG=/design/flow/config.mk WORK_HOME=/design/flow/orfs finish
==> results.yml <==
# synthesis and place-and-route metrics
drt:
  wl_met3_um: 3850
  post_drt_wl_per_cell_um: 16.7
  dr.max_layer_used: "met5"
  vias: 8868
  ant_nets: 0
  via_per_inst: 3.74
  wl_met2_um: 18200
  drt-total-wl_um: 39700
  wl_met1_um: 16700
  n_antenna_cell: 0
  drtPass1Iterations: 4
  drc: 0
  dr.first_iter.drc_count: 414
floorplanning:
  fp.coreArea_um2: 74400
  ios: 443
  num_rows: 100
  fp_util_pct: 19.8
  die-area_um2: 86400
  die_y_um: 294
  die_w_um: 294
sta:
  final_hold_viol_count: 0
  timing.hold.ws_ns: 0.493
  max_slew_margin_pct: 42.5
  tightestPinTransition_ns: 0.861
  fin_ws_ns: 5.15
  clock-skew-final_ns: 0.0225
  finalSetupViolCount: 0
  slew_violations: 0
  fin_tns_setup_ns: 0
  rsz0062_at_grt: "no"
placed_design:
  dp_hpwl_um: 27600
  pre_cts_ws_ns: 5.42
  io_buffers: 275
  placedInstanceArea_um2: 18000
  place_congestion: 0.855
setup_path:
  cp.required_ns: 15.44
  path_common_cell: "clkbuf_16"
  worstPathMaxFanout: 2
  crit_arrival_ns: 10.29
  crit_path_end_kind: "primary output"
  critPathKind: "clock port to primary output"
  path_cells: "clkbuf_16 -> clkbuf_16 -> clkdlybuf4s50_1"
  crit_path_start_kind: "clock port"
  cp_slowest_cell: "clkdlybuf4s50_1"
  worst_path_largest_cell_delay_ns: 0.39
cells_and_area:
  reg_top3: "data_save x128, m_axis_eth_tdata x64, next_eth_tdata x64"
  drive_gt1_share_pct: 9.47
  regArea_um2: 9490
  post-route-util_pct: 25.9
  largest_register: "data_save"
  layout.area.comb_um2: 4410
  num-fill-cells: 7519
  final_area_um2: 19300
  lay_top_cells: "edfxtp_1, clkdlybuf4s50_1, conb_1"
  largest_reg_flops: 128
  layout_top_cell_excl_fill_tap: "edfxtp_1"
  area_growth_pct: 30.8
logic_synthesis:
  yosys-stat-area_um2: 14800
  synthArstFlopShare_pct: 0
  ys_cells: 1091
  yosys.stat.seqShare_pct: 64.3
  edf_count: 310
  synth_warnings: 129
  yosysUniqueCellTypes: 53
  ys.flop_type: "edfxtp_1"
  synthCells: 1091
  syn_avg_cell_area_um2: 13.5
  synth-seq-cells: 319
  netlist_area_um2: 14800
pwr:
  p_leak_nw: 6.98
  vdd_drop_max_uv: 51.1
  power.density_nw_per_um2: 100
global_route:
  antenna_found_initial: 10
  track_usage_pct: 9.06
  grt_overflow: 0
  grt_pass1_wl_um: 58500
  grt_pass1_vias: 9320
  grt_start_max_net_pins: 57
run:
  cap_violations: 0
  warning_count: 38
clock_network:
  cts_resized: 0
  cts.hold.buffers_added: 0
  cts_setup_buffers: 0
  clkLatencyLatePin_ns: 0.67
  cts_tree: "built"
  clk_pin_slew_ns: 0.05
hold_path:
  hp-class: "register to register"
run_status:
  outcome: "complete, no violations"
-- kinds of logic after synthesis --
group | Yosys count | share of synthesized area (%)
compound gates | 146 | 5.34
xor+xnor | 39 | 2.31
fa+ha+maj | 9 | 0.763
buf+inv | 219 | 10.1
flops | 319 | 64.3
mux | 131 | 9.44
other cells | 2 | 0.0509
simple gates | 226 | 7.68
-- layer usage --
layer	GRT usage (%)	vias up
met3	4.10	63
met1	11.9	4228
met4	1.79	18
met2	13.9	347
met5	0	-
li1	-	4212
-- worst max-delay path: cells and delay by family --
family / cells / cell delay (ns)
buffers and inverters: 3 / 0.64
-- metrics by stage --
| step | total power, mW | cells |
|---|---|---|
| final | 1.94 | 2374 |
| after global routing | 2.04 | 2374 |
| after CTS | 1.98 | 2374 |
| after detailed placement | 1.23 | 2300 |
| after global placement | 1.22 | 2300 |
| after floorplan | 1.09 | 1248 |
-- worst paths after layout --
kind                                           from                   to  slack, ns  cells past startpoint
worst max-delay path                        axi_clk                clk_o       5.15                      3
worst min register to register    tkeep_last_reg[7]  m_axis_eth_tkeep[7]       0.49                      1
worst min-delay path              tkeep_last_reg[7]  m_axis_eth_tkeep[7]       0.49                      1
worst max register to register  eth_stream_state[2]  m_axis_eth_tdata[5]      15.05                      6
-- cell type report --
| type | count | share of cell area (%) |
|---|---|---|
| sequential | 319 | 49.2 |
| inverter | 12 | 0.233 |
| timing repair buffer | 289 | 14.8 |
| clock buffer | 56 | 5.75 |
| multi-input combinational | 710 | 22.9 |
| tap | 969 | 6.28 |
| clock inverter | 19 | 0.920 |
-- power breakdown --
group	total (mW)	switching (mW)	leakage (nW)	internal, mW
Combinational	0.326	0.165	3.49	0.161
Sequential	0.875	0.0446	2.87	0.830
Clock	0.736	0.301	0.626	0.435
Total	1.94	0.511	6.98	1.43
-- synth_stat cells (2+ instances only) --
library cell / number / share of area (%)
and4_1: 3 / 0.18
nand4_1: 3 / 0.13
ha_1: 9 / 0.76
conb_1: 2 / 0.051
and2_1: 3 / 0.13
edfxtp_1: 310 / 63
nor4_2: 8 / 0.68
nor3_1: 10 / 0.34
o31a_1: 3 / 0.18
buf_6: 4 / 0.31
and3_1: 9 / 0.38
xor2_1: 16 / 0.95
o21a_1: 4 / 0.20
mux2_1: 28 / 2.1
clkbuf_1: 13 / 0.33
nor4_1: 2 / 0.085
o21ai_0: 39 / 1.3
nand3_4: 2 / 0.24
dfxtp_1: 9 / 1.2
o21ai_1: 12 / 0.41
xnor2_1: 23 / 1.4
mux2i_1: 66 / 4.5
inv_1: 11 / 0.28
nand3_1: 10 / 0.34
a21oi_1: 76 / 2.6
buf_4: 162 / 8.2
nor2b_1: 2 / 0.085
a21o_1: 2 / 0.10
nand2_1: 69 / 1.8
and3b_1: 2 / 0.12
mux2_2: 37 / 2.8
a21boi_0: 3 / 0.15
buf_2: 25 / 0.85
nand2b_1: 13 / 0.55
buf_1: 3 / 0.076
nor2_1: 81 / 2.1
Power is estimated from default activity; no workload was simulated.
