**/design/flow/run.sh**
```bash
#!/bin/bash
# OpenROAD 26Q1-2900-gdf79404cd8, Yosys 0.63+post, stock flow scripts
make -C /OpenROAD-flow-scripts/flow DESIGN_CONFIG=/design/flow/config.mk WORK_HOME=/design/flow/orfs finish
```
**/design/flow/design.v**
```verilog
`timescale 1ns / 1ps
`default_nettype none
module tx_desc_ctrl #(
	parameter NB_DESC = 64,
	parameter DEBUG_EN = 0
)(
(* X_INTERFACE_INFO = "xilinx.com:signal:clock:1.0 clk_i CLK" *) (* X_INTERFACE_PARAMETER = "ASSOCIATED_RESET rst_i_n" *)
	input wire                             clk_i,
(* X_INTERFACE_INFO = "xilinx.com:signal:reset:1.0 rst_i_n RST" *) (* X_INTERFACE_PARAMETER = "POLARITY ACTIVE_LOW" *)
	input wire                              rst_i_n,
    (* X_INTERFACE_INFO = "xilinx.com:interface:bram_rtl:1.0 MODE MASTER,NAME BRAM_PORT" *)
    (* X_INTERFACE_PARAMETER = "MASTER_TYPE BRAM_CTRL, MEM_ECC NONE, MEM_WIDTH 128, MEM_SIZE 256" *)  
    (* X_INTERFACE_INFO = "xilinx.com:interface:bram:1.0 BRAM_PORT ADDR" *)
	output reg[32-1:0]   addr_o,  
    (* X_INTERFACE_INFO = "xilinx.com:interface:bram:1.0 BRAM_PORT CLK" *) 
	output wire                  clk_o,
    (* X_INTERFACE_INFO = "xilinx.com:interface:bram:1.0 BRAM_PORT DIN" *) 
	output reg[128-1:0]   data_o,
    (* X_INTERFACE_INFO = "xilinx.com:interface:bram:1.0 BRAM_PORT DOUT" *) 
	input wire[128-1:0]   data_i,
	(* X_INTERFACE_INFO = "xilinx.com:interface:bram:1.0 BRAM_PORT EN" *)  
	output reg                   en_o,
    (* X_INTERFACE_INFO = "xilinx.com:interface:bram:1.0 BRAM_PORT RST" *)
	output reg                   rst_o,
    (* X_INTERFACE_INFO = "xilinx.com:interface:bram:1.0 BRAM_PORT WE" *) 
	output reg[128/8-1:0] wea_o,
    output reg wren_o,   
	input wire                            start_i,
	input wire                            init_i,
	input wire[31:0]                      nic_base_addr_i,
	input wire[31:0]                      fpga_base_addr_i,
	input wire[31:0]                      pkt_addr_i,
	input wire[15:0]                      pkt_len_i,
	input wire   						  xmit_req_i,
	output reg                            xmit_ack_o,
	output reg[63:0]                      nic_phys_addr_o,
	output reg[31:0]                      nic_tx_tail_pointer_o,
	output reg                            pcie_rq_start_o,
	input wire 							  pcie_rq_ack_i
	);
localparam TDT_REG_OFFS = 64'h00000000_00006018;  
assign clk_o = clk_i;
wire[31:0] pkt_base_addr = fpga_base_addr_i | (256*2048);
localparam 
           RESET              = 0,
           IDLE               = 1,
		   WRITE_DESC_BEAT1   = 2,
		   PCIE_WRITE_TDT_REG = 3,
		   PCIE_WAIT_TDT_REG  = 4;
localparam DESC_IX_SZ = $clog2(NB_DESC);
reg[63:0] pkt_addr;
reg[15:0] data_len;
wire[1:0] mac   = 0;  
wire[3:0] dtyp  = 4'b0011;
    wire[7:0] dcmd  = 8'b0010_0011;
wire[3:0] sta   = 0;
wire[2:0] idx   = 0;
wire cc         = 0;
wire[5:0] popts = 0;
reg[17:0] paylen;
wire[127:0] tx_desc = {paylen,popts,cc,idx,sta,dcmd,dtyp,mac,2'b00,data_len,pkt_addr};
reg[2:0] tx_desc_state = RESET;
reg[DESC_IX_SZ-1:0] tail_pointer;
reg init;
reg[7:0] init_cnt = 0;
always @(posedge clk_i) begin
	if (~rst_i_n) begin
		init      <= 1'b1;
	end else begin
		init <= init_i;
	end
end
wire [3:0] descriptor_status_s;
assign descriptor_status_s = 4'b0001;
always @(posedge clk_i) begin
    if (init) begin
		xmit_ack_o      <= 1'b0;
		tail_pointer    <= 0;
		pcie_rq_start_o <= 1'b0;
		rst_o           <= 1'b1;
		en_o            <= 1'b0;
		wea_o	        <= 0;
		wren_o          <= 1'b0;
		tx_desc_state   <= RESET;
	end
	else begin
		rst_o           <= 1'b0;
		en_o            <= 1'b1;
		case(tx_desc_state)
		RESET: begin  
		    tx_desc_state <= RESET;
		    data_o <= {28'bx, 4'b0001, 32'bx, 64'bx};
		    addr_o <= {  {(32-DESC_IX_SZ-4){1'b0}}, tail_pointer,4'b0000 };
            wea_o  <= 16'hFFFF;
            wren_o <= 1'b1;
            tail_pointer  <= tail_pointer + 1;
            if(tail_pointer == NB_DESC-1) begin
    		    tx_desc_state <= IDLE;
            end            
		end
		IDLE : begin   
            wren_o <= 1'b0;
            wea_o  <= 16'h0000;
            nic_phys_addr_o <= nic_base_addr_i + TDT_REG_OFFS;
			addr_o     <= {  {(32-DESC_IX_SZ-4){1'b0}}, tail_pointer,4'b0000 };  
			if(xmit_req_i & start_i) begin
				pkt_addr      <= {32'h0000_0000,pkt_addr_i | pkt_base_addr};
				data_len      <= pkt_len_i;
				paylen        <= {2'b00,pkt_len_i};
				xmit_ack_o    <= 1'b1;
				tx_desc_state <= WRITE_DESC_BEAT1;
			end
		end
		WRITE_DESC_BEAT1 : begin   
			xmit_ack_o <= 1'b0;
			tx_desc_state <= WRITE_DESC_BEAT1;
		    if (descriptor_status_s[0] == 1'b1) begin
                addr_o     <= {  {(32-DESC_IX_SZ-4){1'b0}}, tail_pointer,4'b0000 };
                data_o     <= tx_desc;
                wea_o      <= 16'hFFFF;
                wren_o     <= 1'b1;
                tail_pointer  <= tail_pointer + 1;
                tx_desc_state <= PCIE_WRITE_TDT_REG;
			end
		end
		PCIE_WRITE_TDT_REG : begin
			wea_o  <= 16'h0000;
			wren_o <= 1'b0;
			nic_tx_tail_pointer_o <= { {(32-DESC_IX_SZ){1'b0}},tail_pointer};
			pcie_rq_start_o <= 1'b1;
			tx_desc_state   <= PCIE_WAIT_TDT_REG;
		end
		PCIE_WAIT_TDT_REG : begin
			if(pcie_rq_ack_i) begin
				pcie_rq_start_o <= 1'b0;
				tx_desc_state   <= IDLE;
			end
		end
		default : begin
			xmit_ack_o      <= 1'b0;
			tail_pointer    <= 0;
			pcie_rq_start_o <= 1'b0;
			tx_desc_state <= IDLE;
		end
		endcase
	end
end
generate
if(DEBUG_EN) begin
	(* MARK_DEBUG="true" *) reg                          pcie_rq_start_o_debug;
	(* MARK_DEBUG="true" *) reg                          pcie_rq_ack_i_debug;
	(* MARK_DEBUG="true" *) reg[2:0]                     tx_desc_state_debug;
	(* MARK_DEBUG="true" *) reg[31:0]                    pkt_addr_i_debug;
	(* MARK_DEBUG="true" *) reg[15:0]                    pkt_len_i_debug;
	(* MARK_DEBUG="true" *) reg                          xmit_req_i_debug;
	(* MARK_DEBUG="true" *) reg                          xmit_ack_o_debug;
	(* MARK_DEBUG="true" *) reg[DESC_IX_SZ-1:0]          tail_pointer_debug;
	(* MARK_DEBUG="true" *) reg                          init_debug;
	(* MARK_DEBUG="true" *) reg                          start_debug;
	(* MARK_DEBUG="true" *) reg[32-1:0]                  addr_o_debug;
	(* MARK_DEBUG="true" *) reg[128-1:0]                 data_o_debug;
	(* MARK_DEBUG="true" *) reg                          en_o_debug;
	(* MARK_DEBUG="true" *) reg[128/8-1:0]               wea_o_debug;
	always @(posedge clk_i) begin
		pcie_rq_start_o_debug       <= pcie_rq_start_o;
		pcie_rq_ack_i_debug         <= pcie_rq_ack_i;
		tx_desc_state_debug         <= tx_desc_state;
		pkt_addr_i_debug            <= pkt_addr_i;
		pkt_len_i_debug             <= pkt_len_i;
		xmit_req_i_debug            <= xmit_req_i;
		xmit_ack_o_debug            <= xmit_ack_o;
		tail_pointer_debug          <= tail_pointer;
		init_debug                  <= init;
		start_debug                 <= start_i;
		addr_o_debug                <= addr_o;
		data_o_debug                <= data_o;
		en_o_debug                  <= en_o;
		wea_o_debug                 <= wea_o;
	end
end
endgenerate
endmodule
`default_nettype wire
```
**/design/flow/config.mk**
```make
export PLATFORM = sky130hd
export DESIGN_NAME = tx_desc_ctrl
export DESIGN_NICKNAME = tx_desc_ctrl
export VERILOG_FILES = /design/flow/design.v
export SDC_FILE = /design/flow/constraint.sdc
export NUM_CORES = 4
export LEC_CHECK = 1
export CORE_AREA = 10 10 217 217
export DIE_AREA = 0 0 227 227
```
**/design/flow/constraint.sdc**
```tcl
current_design tx_desc_ctrl

set clk_period 9.0
set clk_io_pct 0.2

create_clock -name clk0 -period $clk_period [get_ports {clk_i}]

set non_clock_inputs [all_inputs -no_clocks]
set_input_delay [expr $clk_period * $clk_io_pct] -clock clk0 $non_clock_inputs
set_output_delay [expr $clk_period * $clk_io_pct] -clock clk0 [all_outputs]
```
==> impl_metrics.py <==
# Physical implementation metrics
metrics = {
    "status": {
        "outcome": "completed",
    },
    "yosys": {
        "yosysTopAreaCell": "edfxtp_1",
        "ys_cells": 579,
        "edf_count": 140,
        "yosys_warnings": 1,
        "flop_cell": "edfxtp_1",
        "ys_ff": 155,
        "syn_area_um2": 7380,
        "syn_avg_cell_area_um2": 12.7,
        "seq_area_frac_synth_pct": 61.1,
        "top_cell_area_share_pct": 57.0,
        "ys_area_um2": 7380,
        "async_flop_share_pct": 0,
        "ys_types": 37,
        "synthTopCellsByArea": "edfxtp_1 57%, buf_4 18%, dfxtp_1 4.1%, and2_1 4.0%, or2_2 2.6%",
        "syn_inst": 579,
    },
    "critical_path": {
        "slowest_delay_ns": 0.39,
        "slowest_stage": "clkdlybuf4s50_1",
        "path_cells": "clkbuf_16, clkbuf_16, clkdlybuf4s50_1",
        "worst_ep_required_time_ns": 7.20,
        "critPathLaunchType": "clock port",
        "crit_fanout": 2,
        "crit_path_end_kind": "output pin",
        "crit_top_cell": "clkbuf_16",
        "critical-path-top-delay-family": "buffers and inverters",
        "crit_buf_inv": 3,
        "criticalPathCategory": "clock port to output pin",
        "crit_arrival_ns": 5.14,
    },
    "floorplan": {
        "rows": 75,
        "core_area_um2": 42100,
        "chipArea_um2": 51500,
        "pin_count": 524,
        "die_h_um": 227,
        "fp.dieW_um": 227,
        "initCoreUtil_pct": 17.5,
    },
    "drt": {
        "drc": 0,
        "dr.pass1.iters": 4,
        "routed.top_layer": "met5",
        "vias": 4470,
        "drt_iter0_drc": 196,
        "ant_nets": 0,
        "drt_wl_total_mm": 21.4,
        "wl_met2_mm": 9.66,
        "wl_per_cell_um": 15.7,
        "viasPerCell": 3.28,
        "wl_met3_mm": 2.83,
        "m1WireLength_mm": 8.15,
    },
    "cts": {
        "cts_tree": "done",
        "cts_setup_buffers": 0,
        "cts_resized": 0,
        "clkLatencyLatePin_ns": 0.56,
        "path_clk_slew_ns": 0.07,
        "cts_hold_buf": 0,
    },
    "timing": {
        "slew_headroom_pct": 45.6,
        "fin_skew_ns": 0.0109,
        "finalSetupViolCount": 0,
        "final_hold_viol_count": 0,
        "hold_ws_ns": 0.352,
        "fin_setup_tns_ns": 0,
        "worst_slew_pin_slew_ns": 0.815,
        "maxSlewViolCount": 0,
        "rsz0062_at_grt": "false",
    },
    "place": {
        "gp_congestion": 0.849,
        "io_buffers": 246,
        "place_hpwl_mm": 17.2,
    },
    "global_route": {
        "antenna_found_initial": 4,
        "grt_max_degree": 34,
        "grt_pass1_wl_mm": 29.4,
        "grt_remaining_overflow": 0,
        "grt_use_total_pct": 7.94,
        "grt_pass1_vias": 4764,
    },
    "power": {
        "peakVddDrop_mv": 0.136,
        "power_uw": 1730,
        "p_leak_uw": 0.00381,
        "power.density_nw_per_um2": 165,
    },
    "cells_and_area": {
        "syn2layout_area_growth_pct": 41.5,
        "final_cell_mix": "246 x clkdlybuf4s50_1, 147 x conb_1, 140 x edfxtp_1, 47 x and2_1, 31 x or2_2",
        "n_fill_cell": 4340,
        "final_common_cell": "clkdlybuf4s50_1",
        "layout-drive-gt1-share_pct": 9.87,
    },
    "run": {
        "cap_violations": 0,
        "warnings": 156,
    },
    "hold_path": {
        "hp-class": "register to register",
    },
}
[synthesized netlist by cell type (3+ instances only)]
cell type,number
buf_4,180
edfxtp_1,140
and2_1,47
or2_2,31
xnor2_1,21
nor2_1,20
nand2_1,17
dfxtp_1,15
and3_1,12
clkbuf_1,9
nand3_1,9
nor3_1,9
a21oi_1,8
inv_1,7
xor2_1,6
o21ai_0,5
buf_2,4
nand4_1,4
nor2b_1,4
a211oi_1,3
and4_1,3
o32a_1,3
[where the power goes]
group	total [uW]	switching [uW]	internal [uW]
clock network	811	327	484
registers	796	5.03	791
logic	120	40.3	79.2
total	1730	372	1350
[worst register-to-register path: cells and delay by family (launching register included)]
family                 cells  cell delay [ns]
flip-flops                 1             0.85
AND/OR/NAND/NOR            2             0.57
buffers and inverters      1             0.47
[path summary, 6_finish.rpt]
kind              slack (ns)              from           to  depth (start not counted)
setup / recovery        2.06             clk_i        clk_o                          3
hold / removal          0.35              init        rst_o                          0
setup reg to reg        6.74  tx_desc_state[0]  pkt_addr[8]                          3
hold reg to reg         0.35              init        rst_o                          0
[cell type report]
type | instances | area (um^2) | share of cell area [%]
Sequential cell | 155 | 4500 | 43.2
Timing Repair Buffer | 254 | 2520 | 24.1
Multi-Input combinational cell | 369 | 2010 | 19.2
Tap cell | 539 | 674 | 6.46
Clock buffer | 27 | 607 | 5.82
Clock inverter | 9 | 86.3 | 0.827
Inverter | 7 | 26.3 | 0.252
Antenna cell | 4 | 10.0 | 0.0959
[logic make-up after synthesis]
group / Yosys count / share of synthesized area (%)
and+or+nand+nor: 164 / 12.7
AOI/OAI and AO/OA: 27 / 2.93
xor gates and xnor gates: 27 / 3.21
DFF: 155 / 61.1
muxes: 2 / 0.271
buffers and inverters: 200 / 19.4
other: 2 / 0.102
adders and majority gates: 2 / 0.339
[through the flow]
| stage | util, % | worst slack (ns) | instance area, um^2 | cells |
|---|---|---|---|---|
| floorplan | - | 2.11 | 7920 | 724 |
| global placement | 23.1 | 2.33 | 9740 | 1325 |
| detailed placement | 23.1 | 2.33 | 9740 | 1325 |
| CTS | 24.7 | 2.04 | 10400 | 1360 |
| global route | 24.7 | 2.02 | 10400 | 1361 |
| finish | 24.8 | 2.06 | 10400 | 1364 |
[registers in the layout, summed over array words and instances, names as in the netlist]
| name | count |
|---|---|
| xmit_ack_o | 1 |
| rst_o | 1 |
| nic_phys_addr_o | 33 |
| init | 1 |
| tail_pointer | 6 |
| nic_tx_tail_pointer_o | 6 |
| pcie_rq_start_o | 1 |
| tx_desc_state | 3 |
| pkt_addr | 31 |
| data_o | 48 |
| en_o | 1 |
| wea_o | 1 |
| addr_o | 6 |
| paylen | 16 |
[per-layer routing]
layer | vias up | GRT usage [%]
met5 | - | 0
met4 | 4 | 2.49
met3 | 31 | 5.03
met2 | 275 | 12.0
met1 | 2039 | 9.20
li1 | 2121 | -
No activity file was given, so power comes from the tool's default toggle rates.
