### flow/config.mk
export PLATFORM = sky130hd
export DESIGN_NAME = rx_desc_ctrl
export DESIGN_NICKNAME = rx_desc_ctrl
export VERILOG_FILES = /design/flow/design.v
export SDC_FILE = /design/flow/constraint.sdc
export NUM_CORES = 4
export LEC_CHECK = 1
export CORE_AREA = 10 10 215 215
export DIE_AREA = 0 0 225 225
### flow/constraint.sdc
current_design rx_desc_ctrl

set clk_period 5.6
set clk_io_pct 0.2

create_clock -name clk0 -period $clk_period [get_ports {clk_i}]

set non_clock_inputs [all_inputs -no_clocks]
set_input_delay [expr $clk_period * $clk_io_pct] -clock clk0 $non_clock_inputs
set_output_delay [expr $clk_period * $clk_io_pct] -clock clk0 [all_outputs]
### flow/design.v
`timescale 1ns / 1ps
`default_nettype none
module rx_desc_ctrl #(
	parameter NB_DESC = 64,
	parameter DATA_WIDTH = 128,
	parameter DEBUG_EN = 0
)(
(* X_INTERFACE_INFO = "xilinx.com:signal:clock:1.0 clk_i CLK" *) (* X_INTERFACE_PARAMETER = "ASSOCIATED_RESET rst_i_n" *)
	input wire                             clk_i,
(* X_INTERFACE_INFO = "xilinx.com:signal:reset:1.0 rst_i_n RST" *) (* X_INTERFACE_PARAMETER = "POLARITY ACTIVE_LOW" *)
	input wire                              rst_i_n,
	(* X_INTERFACE_INFO = "xilinx.com:interface:bram_rtl:1.0 MODE MASTER,NAME BRAM_PORT" *)
    (* X_INTERFACE_PARAMETER = "MASTER_TYPE BRAM_CTRL, MEM_ECC NONE, MEM_WIDTH 128, MEM_SIZE 1024, READ_LATENCY 1" *)  
    (* X_INTERFACE_INFO = "xilinx.com:interface:bram:1.0 BRAM_PORT ADDR" *)
    output reg[32-1:0]   addr_o,  
    (* X_INTERFACE_INFO = "xilinx.com:interface:bram:1.0 BRAM_PORT CLK" *) 
    output wire                  clk_o,
    (* X_INTERFACE_INFO = "xilinx.com:interface:bram:1.0 BRAM_PORT DIN" *) 
    output reg[DATA_WIDTH-1:0]   data_o,
    (* X_INTERFACE_INFO = "xilinx.com:interface:bram:1.0 BRAM_PORT DOUT" *) 
    input wire[DATA_WIDTH-1:0]   data_i,
    (* X_INTERFACE_INFO = "xilinx.com:interface:bram:1.0 BRAM_PORT EN" *)  
    output reg                   en_o,
    (* X_INTERFACE_INFO = "xilinx.com:interface:bram:1.0 BRAM_PORT RST" *)
    output reg                  rst_o,
    (* X_INTERFACE_INFO = "xilinx.com:interface:bram:1.0 BRAM_PORT WE" *) 
    output reg[DATA_WIDTH/8-1:0] wea_o,
    output reg wren_o,   
	input wire                            start_i,
	input wire                            init_i,
	input wire[31:0]                      nic_base_addr_i,
	input wire[31:0]                      fpga_base_addr_i,
	output reg[63:0]                      nic_phys_addr_o,
	output reg[31:0]                      nic_rx_tail_pointer_o,
	output reg                            pcie_rq_start_o,
	input wire                            pcie_rq_ack_i,
	output reg[32-1:0]                    pkt_addr_o,
	output reg[15:0]                      pkt_len_o,
	output reg                            pkt_addr_v_o,
	input wire                            pkt_ack_i
	);
localparam RDT_REG_OFFS = 64'h00000000_00001018;
assign clk_o = clk_i;
localparam IDLE               = 1, 
		   ADDR_INIT          = 2, 
		   DESC_PKT_INIT      = 3, DESC_INIT = 3,
		   DESC_HDR_INIT      = 4, 
		   DESC_POLL          = 5, 
		   DESC_WAIT          = 6, 
		   POLL               = 7,
		   READ_DESC          = 8, 
		   RST_DESC_LO        = 9, RST_DESC = 9,
		   RST_DESC_HI        = 10, 
		   PCIE_WRITE_RDT_REG = 11; 
reg init;
reg init_done;
localparam DESC_IX_WIDTH = $clog2(NB_DESC);
localparam RX_ADDR_AREA = 2048;  
localparam RX_OFFS_WIDTH = $clog2(RX_ADDR_AREA*NB_DESC);
reg[DESC_IX_WIDTH-1:0] poll_ix;
reg[DESC_IX_WIDTH-1:0] tail_ix;
reg[3:0] poll_state = IDLE;
reg[RX_OFFS_WIDTH-1:0] rx_pkt_addr;
reg[7:0] burst_cnt;
reg[127:0] rx_desc;
wire[3:0] rss_type                                         = rx_desc[3:0];
wire[12:0] pkt_type                                        = rx_desc[16:4];
wire[3:0] rsc_cnt                                          = rx_desc[20:17];
wire[9:0] hdr_len                                          = rx_desc[30:21];
wire sph                                                   = rx_desc[31];
wire[31:0] rss_hash_frag_chksm_rtt_fcoe_param_fd_filter_id = rx_desc[63:32];
wire[19:0] extd_stat_nextp                                 = rx_desc[83:64];
wire[11:0] extd_error                                      = rx_desc[95:84];
wire[15:0] pkt_len                                         = rx_desc[111:96];
wire[15:0] vlan_tag                                        = rx_desc[127:112];
wire dd_bit                                                = data_i[DATA_WIDTH-64];  
reg[31:0] pkt_in_counter = 0;
reg[31:0] pkt_out_counter = 0;
always @(posedge clk_i) begin
	if (~rst_i_n) begin
		init      <= 1'b0;
	end else begin
		if(init_done)
			init <= 1'b0;
		if(init_i)
			init <= 1'b1;
	end
end
generate
if(DATA_WIDTH==64) begin
always @(posedge clk_i) begin
	if (~rst_i_n) begin
		poll_state          <= IDLE;
		pkt_addr_v_o        <= 1'b0;
		pcie_rq_start_o     <= 1'b0;
		init_done           <= 1'b0;
		en_o                <= 1'b0;
		rst_o               <= 1'b0;
		wea_o               <= 0;
		wren_o              <= 1'b0;
	end
	else begin
		init_done           <= 1'b0;
		en_o                <= 1'b1;
		rst_o               <= 1'b0;
		wea_o               <= 8'h00;
		wren_o              <= 1'b0;
		case(poll_state)
		IDLE : begin   
			addr_o            <= 0;
			burst_cnt         <= NB_DESC*2-1;
			nic_phys_addr_o   <= nic_base_addr_i + RDT_REG_OFFS;
			rx_pkt_addr       <= 0;
			poll_ix           <= 0;
			tail_ix           <= NB_DESC-1;  
			if(init) begin
				pkt_in_counter  <= 0;
				pkt_out_counter <= 0;
				poll_state      <= ADDR_INIT;
			end
		end
		ADDR_INIT : begin   
			data_o      <= fpga_base_addr_i + rx_pkt_addr;
			wea_o       <= 8'hFF;
			wren_o      <= 1'b1;
			rx_pkt_addr <= rx_pkt_addr + RX_ADDR_AREA;
			poll_state  <= DESC_PKT_INIT;
		end
		DESC_PKT_INIT : begin   
			addr_o     <= addr_o + 8;
			data_o     <= 64'h0;
			wea_o      <= 8'hFF;
			wren_o      <= 1'b1;
			burst_cnt  <= burst_cnt - 1;
			poll_state <= DESC_HDR_INIT;
			if(burst_cnt == 1) begin
				init_done  <= 1'b1;
				poll_state <= DESC_POLL;
			end
		end
		DESC_HDR_INIT : begin   
			addr_o        <= addr_o + 8;
			data_o        <= fpga_base_addr_i + rx_pkt_addr;
			wea_o         <= 8'hFF;
			wren_o      <= 1'b1;
			rx_pkt_addr   <= rx_pkt_addr + RX_ADDR_AREA;
			burst_cnt     <= burst_cnt - 1;
			poll_state    <= DESC_PKT_INIT;
		end
		DESC_POLL : begin
			addr_o     <= { {(32-DESC_IX_WIDTH-4){1'b0}}, poll_ix,4'h8};  
			poll_state <= DESC_WAIT;
		end
		DESC_WAIT : begin
			poll_state <= POLL;
		end
		POLL : begin
			if(start_i & dd_bit)
				poll_state <= READ_DESC;
		end
		READ_DESC : begin   
			if(start_i & dd_bit) begin
				pkt_in_counter        <= pkt_in_counter + 1;
				data_o                <= 64'h0;
				wea_o                 <= 8'hFF;
				wren_o      <= 1'b1;
				poll_ix               <= poll_ix + 1;
				tail_ix               <= tail_ix + 1;
				pkt_addr_o            <= { {(32-DESC_IX_WIDTH-11){1'b0}}, poll_ix,11'b0000000000};
				pkt_len_o             <= data_i[47:32];
				nic_rx_tail_pointer_o <= {{(32-DESC_IX_WIDTH){1'b0}},tail_ix};
				poll_state            <= RST_DESC_LO;
			end
			if(init & ~init_done) begin
				poll_state    <= IDLE;
			end
		end
		RST_DESC_LO : begin  
			data_o       <= fpga_base_addr_i + {poll_ix,11'b0000000000};  
			addr_o       <= addr_o - 8;
			wea_o        <= 8'hFF;
			wren_o      <= 1'b1;
			pkt_addr_v_o <= 1'b1;
			poll_state   <= RST_DESC_HI;
		end
		RST_DESC_HI : begin   
			addr_o                <= { {(32-DESC_IX_WIDTH-4){1'b0}}, poll_ix,4'h8};
			if(pkt_ack_i) begin
				pkt_out_counter <= pkt_out_counter + 1;
				pkt_addr_v_o    <= 1'b0;
				pcie_rq_start_o <= 1'b1; 
				poll_state      <= PCIE_WRITE_RDT_REG;
			end
			if(init) begin
				pkt_addr_v_o    <= 1'b0;
				pcie_rq_start_o <= 1'b0;
				poll_state      <= IDLE;
			end
		end
		PCIE_WRITE_RDT_REG : begin   
			if(pcie_rq_ack_i) begin
				pcie_rq_start_o   <= 1'b0;
				poll_state        <= POLL;
				if(init)
					poll_state <= IDLE;
			end
		end
		default : begin
			poll_state          <= IDLE;
			init_done           <= 1'b0;
		end
		endcase
	end
end
end else if(DATA_WIDTH==128) begin
always @(posedge clk_i) begin
	if (~rst_i_n) begin
		poll_state          <= IDLE;
		init_done           <= 1'b0;
		pkt_addr_v_o        <= 1'b0;
		pcie_rq_start_o     <= 1'b0;
		en_o                <= 1'b0;
		rst_o               <= 1'b0;
		wea_o               <= 0;
		wren_o              <= 1'b0;
	end
	else begin
		init_done           <= 1'b0;
		en_o                <= 1'b1;
		rst_o               <= 1'b0;
		wea_o               <= 16'h0000;
		wren_o              <= 1'b0;
		case(poll_state)
		IDLE : begin   
			addr_o            <= 0;
			burst_cnt         <= NB_DESC-1;
			nic_phys_addr_o   <= nic_base_addr_i + RDT_REG_OFFS;
			rx_pkt_addr       <= 0;
			poll_ix           <= 0;
			tail_ix           <= NB_DESC-1;  
			if(init) begin
				pkt_in_counter      <= 0;
				pkt_out_counter     <= 0;
				poll_state          <= ADDR_INIT;
			end
		end
		ADDR_INIT : begin   
			data_o            <= {64'h0,fpga_base_addr_i + rx_pkt_addr};
			wea_o             <= 16'hFFFF;
			wren_o            <= 1'b1;
			rx_pkt_addr       <= rx_pkt_addr + RX_ADDR_AREA;
			poll_state        <= DESC_INIT;
		end
		DESC_INIT : begin   
			data_o      <= {64'h0,fpga_base_addr_i + rx_pkt_addr};
			wea_o       <= 16'hFFFF;
			wren_o            <= 1'b1;
			rx_pkt_addr <= rx_pkt_addr + RX_ADDR_AREA;
			addr_o      <= addr_o + 16;
			burst_cnt   <= burst_cnt - 1;
			if(burst_cnt == 1) begin
				init_done  <= 1'b1;
				poll_state <= DESC_POLL;
			end
		end
		DESC_POLL: begin  
			addr_o     <= { {(32-DESC_IX_WIDTH-4){1'b0}}, poll_ix,4'h0};
			poll_state <= DESC_WAIT;
		end
		DESC_WAIT: begin   
			poll_state <= POLL;
			if(init & ~init_done)
				poll_state    <= IDLE;
		end
		POLL : begin  
			if(start_i & dd_bit)
				poll_state <= READ_DESC;   
			if(init & ~init_done)
				poll_state    <= IDLE;
		end
		READ_DESC : begin   
			if(start_i & dd_bit) begin
				pkt_in_counter        <= pkt_in_counter + 1;
				poll_ix               <= poll_ix + 1;
				tail_ix               <= tail_ix + 1;
				rx_desc               <= data_i;
				pkt_addr_o            <= { {(32-DESC_IX_WIDTH-11){1'b0}}, poll_ix,11'b0000000000};
				pkt_len_o             <= data_i[111:96];
				pkt_addr_v_o          <= 1'b1;
				data_o                <= {64'h0,fpga_base_addr_i + {poll_ix,11'b0000000000} };  
				wea_o                 <= 16'hFFFF;
				wren_o                <= 1'b1;
				nic_rx_tail_pointer_o <= {{(32-DESC_IX_WIDTH){1'b0}},tail_ix};
				poll_state            <= RST_DESC;
			end
			if(init & ~init_done) begin
				poll_state    <= IDLE;
			end
		end
		RST_DESC : begin   
			addr_o <= { {(32-DESC_IX_WIDTH-4){1'b0}}, poll_ix,4'h0};
			if(pkt_ack_i) begin
				pkt_out_counter     <= pkt_out_counter + 1;
				pkt_addr_v_o        <= 1'b0;
				pcie_rq_start_o     <= 1'b1; 
				poll_state          <= PCIE_WRITE_RDT_REG;
			end
			if(init) begin
				pkt_addr_v_o    <= 1'b0;
				pcie_rq_start_o <= 1'b0;
				poll_state      <= IDLE;
			end
		end
		PCIE_WRITE_RDT_REG : begin   
			if(pcie_rq_ack_i) begin
				pcie_rq_start_o   <= 1'b0;
				poll_state        <= POLL;
				if(init)
					poll_state <= IDLE;
			end
		end
		default : begin
			poll_state          <= IDLE;
		end
		endcase
	end
end
end
endgenerate
generate
if(DEBUG_EN) begin
	(* MARK_DEBUG="true" *) reg                            init_debug;
	(* MARK_DEBUG="true" *) reg                            pcie_rq_start_o_debug;
	(* MARK_DEBUG="true" *) reg                            pcie_rq_ack_i_debug;
	(* MARK_DEBUG="true" *) reg[3:0]                       poll_state_debug;
	(* MARK_DEBUG="true" *) reg[7:0]                       burst_cnt_debug;
	(* MARK_DEBUG="true" *) reg[DESC_IX_WIDTH-1:0]         poll_ix_debug;
	(* MARK_DEBUG="true" *) reg[DESC_IX_WIDTH-1:0]         tail_ix_debug;
	(* MARK_DEBUG="true" *) reg [32-1:0]                   pkt_addr_o_debug;
	(* MARK_DEBUG="true" *) reg [15:0]                     pkt_len_o_debug;
	(* MARK_DEBUG="true" *) reg                            pkt_addr_v_o_debug;
	(* MARK_DEBUG="true" *) reg                            pkt_ack_i_debug;
	(* MARK_DEBUG="true" *) reg[3:0]                       rss_type_debug;
	(* MARK_DEBUG="true" *) reg[12:0]                      pkt_type_debug;
	(* MARK_DEBUG="true" *) reg[3:0]                       rsc_cnt_debug;
	(* MARK_DEBUG="true" *) reg[9:0]                       hdr_len_debug;
	(* MARK_DEBUG="true" *) reg                            sph_debug;
	(* MARK_DEBUG="true" *) reg[31:0]                      rss_hash_frag_chksm_rtt_fcoe_param_fd_filter_id_debug;
	(* MARK_DEBUG="true" *) reg[19:0]                      extd_stat_nextp_debug;
	(* MARK_DEBUG="true" *) reg[11:0]                      extd_error_debug;
	(* MARK_DEBUG="true" *) reg[15:0]                      vlan_tag_debug;
	(* MARK_DEBUG="true" *) reg[31:0]                      pkt_in_counter_debug;
	(* MARK_DEBUG="true" *) reg[31:0]                      pkt_out_counter_debug;
    (* MARK_DEBUG="true" *) reg[32-1:0]                    addr_o_debug;  
    (* MARK_DEBUG="true" *) reg[DATA_WIDTH-1:0]            data_o_debug;
    (* MARK_DEBUG="true" *) reg[DATA_WIDTH-1:0]            data_i_debug;
    (* MARK_DEBUG="true" *) reg[DATA_WIDTH/8-1:0]          wea_o_debug;
	(* MARK_DEBUG="true" *) reg 				           dd_bit_debug;
	always @(posedge clk_i) begin
		init_debug                                           <= init;
		pcie_rq_start_o_debug                                <= pcie_rq_start_o;
		pcie_rq_ack_i_debug                                  <= pcie_rq_ack_i;
		poll_state_debug                                     <= poll_state;
		burst_cnt_debug                                      <= burst_cnt;
		poll_ix_debug                                        <= poll_ix;
		tail_ix_debug                                        <= tail_ix;
		pkt_addr_o_debug                                     <= pkt_addr_o;
		pkt_len_o_debug                                      <= pkt_len_o;
		pkt_addr_v_o_debug                                   <= pkt_addr_v_o;
		pkt_ack_i_debug                                      <= pkt_ack_i;
		rss_type_debug                                       <= rss_type;
		pkt_type_debug                                       <= pkt_type;
		rsc_cnt_debug                                        <= rsc_cnt;
		hdr_len_debug                                        <= hdr_len;
		sph_debug                                            <= sph;
		rss_hash_frag_chksm_rtt_fcoe_param_fd_filter_id_debug <= rss_hash_frag_chksm_rtt_fcoe_param_fd_filter_id;
		extd_stat_nextp_debug                                <= extd_stat_nextp;
		extd_error_debug                                     <= extd_error;
		vlan_tag_debug                                       <= vlan_tag;
		pkt_in_counter_debug                                 <= pkt_in_counter;
		pkt_out_counter_debug                                <= pkt_out_counter;
		addr_o_debug                                         <= addr_o;
		data_o_debug                                         <= data_o;
		data_i_debug                                         <= data_i;
		wea_o_debug                                          <= wea_o;
		dd_bit_debug                                         <= dd_bit;
	end
end
endgenerate
endmodule
`default_nettype wire
### flow/run.sh
#!/bin/bash
# OpenROAD 26Q1-2900-gdf79404cd8, Yosys 0.63+post, stock flow scripts
make -C /OpenROAD-flow-scripts/flow DESIGN_CONFIG=/design/flow/config.mk WORK_HOME=/design/flow/orfs finish
==> ci_impl_report.md <==
### Metrics collected by this job

| Metric | Value |
|---|---|
| Area share, top type | 0.491 |
| Core Util, Final | 0.284 |
| Via count | 6052 |
| Clock power frac | 0.303 |
| Critical path class | clk2out |
| Cell Rows | 75 |
| Cell type with the largest total area | edfxtp_1 |
| Sw Ratio | 0.308 |
| Die area | 50600 µm² |
| Congestion Overflow GR | 0 |
| # Cells Yosys | 809 |
| Final instance area | 11800 µm² |
| Sequential area share after synthesis | 0.513 |
| Yosys cell types | 55 |
| Area reported by Yosys stat | 8990 µm² |
| CP Capture Point | clk_o |
| First-pass GRT wire length | 35.2 mm |
| Tot GR Track Use | 0.0912 |
| Vias in the first global route | 6027 |
| Relative slew slack | 0.501 |
| Synth async-reset ratio | 0 |
| Post-DP Area | 11200 µm² |
| Post-synth top flop | edfxtp_1 |
| Critical path arrival | 3.44 ns |
| Slew Limit Fails | 0 |
| Critical path's slowest cell | clkdlybuf4s50_1 |
| P_int | 3.05 mW |
| Placer Congestion | 0.857 |
| Crit path required time | 4.48 ns |
| Clock transition at path regs | 0.07 ns |
| # Post-CTS Setup Buffers | 0 |
| DRT iter0 DRCs | 254 |
| Syn_area_per_cell | 11.1 µm² |
| Cell area after synthesis | 8990 µm² |
| Post-CTS sizing | 0 |
| Antenna-violating nets left | 0 |
| FF-to-FF Start | poll_state[1]$_SDFFE_PN0P_ |
| DRC Markers | 0 |
| Hold crit path type | reg2reg |
| Post-DP HPWL | 18.9 mm |
| CP cell instances | clkbuf_16 -> clkbuf_16 -> clkdlybuf4s50_1 |
| Max VDD drop | 0.000195 V |
| Critical path peak fanout | 2 |
| Post-route non-filler standard cell count | 1592 |
| Final Hold Fails | 0 |
| # fillers | 4236 |
| Critical Path Max Stage Delay | 0.39 ns |
| WL final | 24.3 mm |
| Port-buffer cells | 228 |
| Yosys Warn Count | 1 |
| Yosys reg bits | 157 |
| Clk_skew | 0.0158 ns |
| Cts hold-fix bufs | 0 |
| Actual slew at the worst max-slew pin | 0.746 ns |
| OpenROAD warning count | 138 |
| Startpoint Class | clock port |
| Drt pass-1 iters | 4 |
| Max-capacitance violation count | 0 |
| Sequential power share | 0.420 |
| Worst-case reg-to-reg path depth | 5 |
| Cells after Synth | 809 |
| Status | completed |
| DP Cell Count | 1555 |
| Pwr dens | 372 nW/µm² |
| RSZ-0062 raised after global routing | false |
| Core Area | 41800 µm² |
| Fp_density | 0.215 |
| Combinational share of power | 0.277 |
| I/O pin count | 524 |
| CTS tree | done |
| Clock latency (worst-skew pair) | 0.56 ns |
| CP Launch Point | clk_i |
| Net Switching | 1.35 mW |
| Die extent in x | 225 µm |
| Area Overhead vs Synth | 31.6% |
| CP dominant cell by count | clkbuf_16 |
| CP endpoint kind | primary output |
| DR WL/cell | 15.3 µm |
| Initial antenna violation count | 4 |
| Top cells by area | edfxtp_1 (49%), buf_4 (17%), xor2_1 (4.7%) |
| Flop2flop setup slack | 2.74 ns |
| FF-to-FF End | data_o[31]$_DFFE_PP_ |
| Drt via density | 3.80 |
| Setup TNS | 0 ns |
| EDFF count, synth | 147 |
| Largest net degree at the start of global routing | 34 |
| Final Setup Violations | 0 |
| Share of cells above drive strength 1 | 0.0590 |
| Chip height | 225 µm |
| Leak Pwr | 4.37 nW |
cells in the final DEF (no fill, tap or decap), drive strengths merged, types with 19 or more instances in the layout:
| master | n |
|---|---|
| a21oi | 21 |
| clkbuf | 21 |
| clkdlybuf4s50 | 228 |
| conb | 184 |
| edfxtp | 147 |
| ha | 19 |
| inv | 29 |
| nand2 | 56 |
| nand3 | 30 |
| nor2 | 63 |
| xnor2 | 41 |
| xor2 | 48 |
registers in the layout (all words and copies together) (netlist names), 4 cells and up:
signal,flops
addr_o,28
burst_cnt,8
data_o,32
nic_phys_addr_o,33
nic_rx_tail_pointer_o,6
pkt_addr_o,6
pkt_len_o,16
poll_ix,6
poll_state,4
rx_pkt_addr,6
tail_ix,6
routing by layer:
layer	routed length, µm	track usage	up-vias
met5	32	0	-
met4	459	0.0147	4
met3	2930	0.0497	23
met2	10600	0.135	321
met1	10300	0.118	2788
li1	-	-	2916
worst max-delay path, delay by kind of cell:
| family | cells | cell delay, ns |
|---|---|---|
| buf+inv | 3 | 0.63 |
power by group through the flow:
stage / Clock [mW] / Combinational, mW / Sequential (mW)
after global routing: 1.42 / 1.37 / 1.89
final: 1.33 / 1.22 / 1.85
after CTS: 1.37 / 1.25 / 1.85
cells by family after synthesis:
kind of cell               Yosys count  share of synthesized area
muxes                                1                    0.00111
xor gates and xnor gates            89                     0.0867
DFF                                157                      0.513
buffers and inverters              238                      0.186
adders and majority gates           21                     0.0309
and+or+nand+nor                    242                      0.138
other                                1                   0.000417
AOI/OAI and AO/OA                   60                     0.0442
synth_stat cells, types with 3 or more instances:
library cell / n
nor3_1: 10
nand3b_1: 3
nor3b_1: 3
o211ai_1: 3
or2b_2: 3
and3_1: 8
a21oi_1: 21
nor2_1: 63
a211oi_1: 3
or3_1: 6
dfxtp_1: 10
nand2_1: 56
nand2b_1: 8
xnor2_1: 41
a21o_1: 3
edfxtp_1: 147
o21ai_0: 13
inv_1: 22
nand3_1: 30
clkbuf_1: 11
nand4_1: 16
buf_4: 202
nor4_1: 13
ha_1: 19
xor2_1: 48
and4_1: 6
metrics by stage:
stage | setup WS (ns) | hold WS (ns) | power, mW
floorplan | 1.58 | 0.439 | 2.52
global placement | 1.31 | 0.466 | 3.12
CTS | 1.02 | 0.497 | 4.48
detailed placement | 1.31 | 0.481 | 3.13
global route | 1.02 | 0.514 | 4.68
finish | 1.04 | 0.488 | 4.40
layout make-up:
cell class              instances  area, µm²  area share
clock inverters                14        178      0.0150
diodes                          2       5.00    0.000423
multi-input cells             597       3410       0.288
well taps                     539        674      0.0570
clock buffers                  22        514      0.0434
repair buffers                239       2360       0.200
flip-flops and latches        157       4610       0.390
inverters                      22       82.6     0.00698
worst min-delay path by stage:
stage | endpoint | depth (start not counted) | slack (ns) | from
after CTS | nic_rx_tail_pointer_o[5]$_DFFE_PP_ | 0 | 0.50 | tail_ix[5]$_SDFFCE_PN1P_
after global routing | nic_rx_tail_pointer_o[1]$_DFFE_PP_ | 0 | 0.51 | tail_ix[1]$_SDFFCE_PN1P_
final | pcie_rq_start_o$_SDFFE_PN0P_ | 2 | 0.49 | pcie_rq_start_o$_SDFFE_PN0P_
Power is estimated from default activity; no workload was simulated.
